File: ./run.sh
#!/bin/bash
# OpenROAD 26Q1-2900-gdf79404cd8, Yosys 0.63+post, stock flow scripts
make -C /OpenROAD-flow-scripts/flow DESIGN_CONFIG=/design/flow/config.mk WORK_HOME=/design/flow/orfs finish
File: ./config.mk
export PLATFORM = sky130hd
export DESIGN_NAME = dut_core
export DESIGN_NICKNAME = dut_core
export VERILOG_FILES = /design/flow/design.v
export SDC_FILE = /design/flow/constraint.sdc
export NUM_CORES = 4
export LEC_CHECK = 1
export CORE_UTILIZATION = 30
File: ./constraint.sdc
current_design dut_core

set clk_period 10.8
set clk_io_pct 0.2

create_clock -name clk0 -period $clk_period [get_ports {clock}]

set non_clock_inputs [all_inputs -no_clocks]
set_input_delay [expr $clk_period * $clk_io_pct] -clock clk0 $non_clock_inputs
set_output_delay [expr $clk_period * $clk_io_pct] -clock clk0 [all_outputs]
File: ./design.v
module dut_core(
    output logic [7:0] pixel_out,
    input [7:0] pixel_pp,
    input [7:0] pixel_p0,
    input [7:0] pixel_pm,
    input [7:0] pixel_0p,
    input [7:0] pixel_0m,
    input [7:0] pixel_mp,
    input [7:0] pixel_m0,
    input [7:0] pixel_mm,
    input on_edge,
    input clock,
    input reset);
    wire logic signed [15:0] gradx;  
    wire logic signed [15:0] grady;  
    wire logic signed [15:0] gradsq;  
    logic signed [9:0] gradx_r;  
    logic signed [9:0] grady_r;  
    assign gradx = (pixel_mp - pixel_pp) + 2 * (pixel_m0 - pixel_p0) + (pixel_mm - pixel_pm);
    assign grady = (pixel_mp - pixel_mm) + 2 * (pixel_0p - pixel_0m) + (pixel_pp - pixel_pm);
    assign gradsq = (gradx_r * gradx_r) + (grady_r * grady_r);
    always @(posedge clock) begin
        gradx_r = gradx;
        grady_r = grady;
    end
    always_ff @(posedge clock) begin
        if (on_edge == 1'b1)
            begin
                pixel_out <= 'b0;
            end
        else
            begin
                pixel_out <= gradsq[15:8];
            end
    end
endmodule
module counter #(WIDTH = 16) (
    input clk,
    input rst,
    input start,
    input enable,
    input [(WIDTH-1):0] endvalue,
    output [(WIDTH-1):0] count,
    output logic near_end,
    output logic on_edge
);
    logic [(WIDTH-1):0] count_val;
    always @(posedge clk) begin
        if (rst == 1'b1)
            begin
                count_val = 'b0;
                near_end = 1'b0;
            end
        else if (start == 1'b1)
            begin
                count_val = 'b0;
                near_end = 1'b0;  
            end
        else if (enable == 1'b1 && count_val < endvalue)
        begin
            near_end = (count_val == (endvalue - 2))?1'b1:1'b0;
            count_val += 1;
        end
    end;
    assign count = count_val;
    always @(count, endvalue) begin
        if (count == 0 || count == endvalue)
            on_edge = 1'b1;
        else
            on_edge = 1'b0;
    end
endmodule
==> node_exporter_impl.prom <==
# HELP chip_impl_metric Synthesis and place-and-route metrics
# TYPE chip_impl_metric gauge
chip_impl_info{name="result_of_the_run",value="finished clean"} 1
chip_impl_metric{name="cts.reportedPaths.clkPinSlew",unit="ps"} 80
chip_impl_metric{name="h-tree-depth",unit=""} 1
chip_impl_metric{name="average_cell_area_after_synthesis",unit="µm²"} 9.202
chip_impl_metric{name="grt_start_max_net_pins",unit=""} 17
chip_impl_metric{name="post_cts_resize_count",unit=""} 0
chip_impl_metric{name="floorplan.rows",unit=""} 62
chip_impl_metric{name="cts_buffers",unit=""} 3
chip_impl_metric{name="drtIter0Drc",unit=""} 117
chip_impl_metric{name="synth-seq-cells",unit=""} 28
chip_impl_metric{name="synth-edff-count",unit=""} 0
chip_impl_metric{name="synthCells",unit=""} 957
chip_impl_info{name="r2r_start",value="grady_r[9]"} 1
chip_impl_metric{name="finalWorstPathRequiredPeriod",unit="ps"} 6492
chip_impl_metric{name="worst_hold_slack",unit="ps"} 1143
chip_impl_metric{name="final_hold_viol_count",unit=""} 0
chip_impl_metric{name="stage_log_warnings",unit=""} 32
chip_impl_metric{name="fill_cell_total_of_the_finished_layout",unit=""} 2912
chip_impl_metric{name="ant_nets",unit=""} 0
chip_impl_metric{name="grt_antenna_before_repair",unit=""} 0
chip_impl_metric{name="antenna-diode-count",unit=""} 0
chip_impl_metric{name="io-pin-count",unit=""} 75
chip_impl_metric{name="met2RoutedLength",unit="mm"} 8.491
chip_impl_metric{name="slew_violations",unit=""} 0
chip_impl_info{name="worst_path_most_repeated_cell",value="fa_1"} 1
chip_impl_metric{name="clockBufferDepth",unit=""} 2
chip_impl_metric{name="layout-drive-gt1-share",unit="%"} 1.855
chip_impl_metric{name="dieWidth",unit="µm"} 173.3
chip_impl_metric{name="synth.yosys.num_cells",unit=""} 957
chip_impl_info{name="path_delay_family",value="adder cells"} 1
chip_impl_metric{name="cp_slowest_stage_delay",unit="ps"} 710
chip_impl_info{name="final_common_cell",value="inv_1"} 1
chip_impl_metric{name="finalClockPeriodUsage",unit="%"} 60.11
chip_impl_info{name="layout_top_cells_excl_fill_tap",value="256 x inv_1, 166 x fa_1, 127 x ha_1"} 1
chip_impl_metric{name="grt_pass1_vias",unit=""} 6279
chip_impl_metric{name="critical_path_arrival",unit="ps"} 6650
chip_impl_metric{name="globalRoute.totalOverflow",unit=""} 0
chip_impl_info{name="cts_tree",value="done"} 1
chip_impl_metric{name="dr_total_vias",unit=""} 5973
chip_impl_metric{name="timing_worst_slew_pin_value",unit="ps"} 604.4
chip_impl_metric{name="setup_viol_count_final",unit=""} 0
chip_impl_metric{name="worst_slack",unit="ps"} 4308
chip_impl_metric{name="rr_worst_depth",unit=""} 19
chip_impl_metric{name="worst_hold_path.num_cells",unit=""} 5
chip_impl_metric{name="dp_cells",unit=""} 1404
chip_impl_metric{name="route.final.wire_length",unit="mm"} 16.83
chip_impl_info{name="timing.hold.worst_endpoint",value="pixel_out[0]"} 1
chip_impl_metric{name="coreArea",unit="µm²"} 28780
chip_impl_metric{name="postCtsHoldBufs",unit=""} 0
chip_impl_metric{name="final-instance-count-excl-fill",unit=""} 1408
chip_impl_metric{name="area.growth.synth_to_final",unit="%"} 14.52
chip_impl_metric{name="detailedPlacementHpwl",unit="mm"} 15.50
chip_impl_metric{name="synthArstFlopShare",unit="%"} 0
chip_impl_info{name="timing.critical_path.to_type",value="flop"} 1
chip_impl_metric{name="relSlewSlack",unit="%"} 59.65
chip_impl_info{name="dominantRegCellSynth",value="dfxtp_1"} 1
chip_impl_metric{name="synth_sequential_area_ratio",unit="%"} 6.365
chip_impl_metric{name="timing.setup.tns",unit="ps"} 0
chip_impl_info{name="topCellsByArea",value="fa_1 38%, ha_1 18%, inv_1 11%"} 1
chip_impl_info{name="cp_slowest_cell",value="dfxtp_1"} 1
chip_impl_info{name="holdCritPathClass",value="reg -> reg"} 1
chip_impl_metric{name="setup.reg_to_reg.worst_slack",unit="ps"} 4310
chip_impl_metric{name="routed_via_density",unit=""} 4.242
chip_impl_metric{name="grt_use_total",unit="%"} 12.45
chip_impl_metric{name="io_buffers",unit=""} 73
chip_impl_info{name="critical_path.reg2reg.endpoint",value="pixel_out[6]"} 1
chip_impl_metric{name="synth-warning-count",unit=""} 1
chip_impl_metric{name="peak_freq",unit="GHz"} 0.1540
chip_impl_metric{name="floorplanUtilization",unit="%"} 30.60
chip_impl_metric{name="post-synth-top-area-fraction",unit="%"} 37.74
chip_impl_info{name="yosys.area.top_type",value="fa_1"} 1
chip_impl_metric{name="post_synthesis_chip_area_from_yosys",unit="µm²"} 8806
chip_impl_info{name="crit_type",value="reg -> reg"} 1
chip_impl_metric{name="routed-wl-met3",unit="µm"} 893
chip_impl_metric{name="maxCapViolations",unit=""} 0
chip_impl_info{name="critPathLaunchType",value="flop"} 1
chip_impl_metric{name="clock_latency",unit="ps"} 270
chip_impl_metric{name="globalplace.congestion",unit=""} 0.9004
chip_impl_info{name="cts-root-buf",value="clkbuf_16"} 1
chip_impl_metric{name="global_route_wire_length_before_repair",unit="mm"} 29.07
chip_impl_metric{name="m1WireLength",unit="mm"} 7.357
chip_impl_info{name="maxUsedRoutingLayer",value="met4"} 1
chip_impl_info{name="rsz0062_at_grt",value="no"} 1
chip_impl_metric{name="post_cts_setup_buffer_count",unit=""} 0
chip_impl_metric{name="syn-cell-area",unit="µm²"} 8806
chip_impl_metric{name="drt-wirelength-per-cell",unit="µm"} 11.95
chip_impl_metric{name="cp_data_required_time",unit="ps"} 10960
chip_impl_metric{name="worstPathBufferInverterCount",unit=""} 3
chip_impl_metric{name="detail_route.first_pass.iterations",unit=""} 4
chip_impl_info{name="worstHoldStart",value="gradx_r[0]"} 1
chip_impl_metric{name="finClkSkew",unit="ps"} 3.750
chip_impl_info{name="critical_path_cell_by_cell",value="nand2_1 -> fa_1 -> fa_1 -> inv_1 -> fa_1 -> fa_1 -> fa_1 -> fa_1 -> inv_1 -> fa_1 -> inv_1 -> ha_1 -> o21a_1 -> o21a_1 -> o41a_1 -> o31ai_1 -> nand2b_1 -> a211oi_1 -> nor4_1"} 1
chip_impl_metric{name="dieArea",unit="µm²"} 30040
chip_impl_metric{name="synth_cell_type_count",unit=""} 41
chip_impl_metric{name="cts.sinks",unit=""} 28
chip_impl_metric{name="critical_path.max_fanout",unit=""} 14
chip_impl_metric{name="detailedPlace.worstSlack",unit="ps"} 4287
chip_impl_metric{name="post-route-drc-count",unit=""} 0
chip_impl_metric{name="die_height",unit="µm"} 173.3
-- layer usage --
layer  up-vias  GRT usage (%)
met1      2796          17.29
met2       142          21.42
met3         8          2.729
li1       3027              -
met5         -              0
met4         0         0.5531
-- how the worst max path moves through the flow --
stage / slack, ps / endpoint / depth (start not counted) / start
4_1_cts: 4240 / pixel_out[6] / 19 / grady_r[9]
5_1_grt: 3870 / pixel_out[6] / 19 / grady_r[9]
6_report: 4310 / pixel_out[6] / 19 / grady_r[9]
-- cells in the mapped netlist (5+ instances only) --
master,count
o41a_1,5
xnor2_1,62
inv_1,256
nand2_1,50
o21ai_0,13
nor3_1,12
ha_1,127
o21bai_1,5
nand2b_1,5
dfxtp_1,28
o21ai_1,9
a21oi_1,36
xor2_1,23
clkbuf_1,9
and2_1,39
a21o_1,14
nor2_1,56
nor2b_1,6
fa_1,166
-- final cells by class --
class / count / area [µm²] / area share, %
Tap cell: 384 / 480.5 / 4.764
Inverter: 258 / 968.4 / 9.603
Timing Repair Buffer: 73 / 730.7 / 7.246
Multi-Input combinational cell: 661 / 7239 / 71.79
Sequential cell: 28 / 560.5 / 5.558
Clock inverter: 1 / 30.03 / 0.2978
Clock buffer: 3 / 75.07 / 0.7444
-- flip-flops by register name, indices dropped and copies added, names as in the netlist --
signal	count
gradx_r	10
pixel_out	8
grady_r	10
-- stage by stage --
step	util, %	area [µm²]
final	35.04	10080
after global placement	34.68	9980
after global routing	35.04	10080
after detailed placement	34.68	9980
after CTS	35.04	10080
after floorplan	-	8806
-- worst reg2reg max path: stages (launching register included) --
cell and delay [ps]:
dfxtp_1 710, nand2_1 400, fa_1 570, fa_1 500, inv_1 50, fa_1 470, fa_1 560, fa_1 430
fa_1 490, inv_1 60, fa_1 470, inv_1 40, ha_1 290, o21a_1 130, o21a_1 170, o41a_1 140
o31ai_1 410, nand2b_1 160, a211oi_1 260, nor4_1 80
-- kinds of logic (layout without fill, tap and decap cells) --
logic type      Yosys count  count (layout)  synth area share, %
xor+xnor                 88              88                9.221
buf+inv                 268             335                11.42
mux                       2               2               0.2557
fa+ha+maj               293             293                55.78
simple gates            179             179                9.648
flops                    28              28                6.365
compound gates           99              99                7.303
