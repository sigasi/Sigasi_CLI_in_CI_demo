==> /design/flow/design.v <==
module dut_engine (
    input clk,
    input rst,
    input start,
    input extra_at_start,
    output logic start_x,
    output logic enable_x,
    input near_end_x,
    output logic start_y,
    output logic enable_y,
    input near_end_y,
    output logic pixel_valid,
    output logic idle
);
    typedef enum {waiting, startup_row1, startup_row2, calculate, finish_row_1, finish_row_2} states_t;
    states_t state;
    always @(posedge clk) begin
        if (rst == 1'b1)
            begin
                state = waiting;
                start_x = 1'b0;
                enable_x = 1'b0;
                start_y = 1'b0;
                enable_y = 1'b0;
                pixel_valid = 1'b0;
            end else
            begin
                case (state)
                    waiting : begin
                        start_x = 1'b0;
                        enable_x = 1'b0;
                        start_y = 1'b0;
                        enable_y = 1'b0;
                        pixel_valid = 1'b0;
                        if (start == 1'b1) begin
                            state = startup_row1;  
                            start_x = 1'b1;
                            enable_x = 1'b1;
                        end
                    end
                    startup_row1 : begin
                        start_x = 1'b0;
                        if (near_end_x == 1'b1) begin
                            start_x = 1'b1;
                            if (extra_at_start == 1'b1) begin
                                state = startup_row2;  
                            end
                            else begin
                                state = calculate;
                            end
                        end
                    end
                    startup_row2 : begin
                        start_x = 1'b0;
                        if (near_end_x == 1'b1) begin
                            state = calculate;
                            start_x = 1'b1;
                            start_y = 1'b1;
                            enable_y = 1'b1;
                        end
                    end
                    calculate: begin
                        start_x = 1'b0;
                        start_y = 1'b0;
                        enable_y = 1'b0;
                        pixel_valid = 1'b1;
                        if (near_end_x == 1'b1) begin
                            start_x = 1'b1;
                            enable_y = 1'b1;
                        end
                        if (near_end_y == 1'b1 && near_end_x == 1'b1) begin
                            state = finish_row_1;  
                            start_x = 1'b1;
                            enable_y = 1'b1;
                        end
                    end
                    finish_row_1 : begin
                        start_x = 1'b0;
                        enable_y = 1'b0;
                        if (near_end_x == 1'b1) begin
                            if (extra_at_start == 1'b0) begin
                                state = finish_row_2;  
                                start_x = 1'b1;
                            end
                            else begin
                                enable_x = 1'b0;
                                pixel_valid = 1'b0;
                                state = waiting;  
                            end
                        end
                    end
                    finish_row_2 : begin
                        start_x = 1'b0;
                        if (near_end_x == 1'b1) begin
                            enable_x = 1'b0;
                            pixel_valid = 1'b0;
                            state = waiting;  
                        end
                    end
                endcase
            end
    end
    assign idle = (state == waiting);
endmodule
==> /design/flow/run.sh <==
#!/bin/bash
# OpenROAD 26Q1-2900-gdf79404cd8, Yosys 0.63+post, stock flow scripts
make -C /OpenROAD-flow-scripts/flow DESIGN_CONFIG=/design/flow/config.mk WORK_HOME=/design/flow/orfs finish
==> /design/flow/config.mk <==
export PLATFORM = sky130hd
export DESIGN_NAME = dut_engine
export DESIGN_NICKNAME = dut_engine
export VERILOG_FILES = /design/flow/design.v
export SDC_FILE = /design/flow/constraint.sdc
export NUM_CORES = 4
export LEC_CHECK = 1
export CORE_AREA = 10 10 78 78
export DIE_AREA = 0 0 88 88
==> /design/flow/constraint.sdc <==
current_design dut_engine

set clk_period 1.7
set clk_io_pct 0.2

create_clock -name clk0 -period $clk_period [get_ports {clk}]

set non_clock_inputs [all_inputs -no_clocks]
set_input_delay [expr $clk_period * $clk_io_pct] -clock clk0 $non_clock_inputs
set_output_delay [expr $clk_period * $clk_io_pct] -clock clk0 [all_outputs]
==> results.env <==
POWER.INTERNAL_uW=472
WORST_HOLD_SLACK_PS=470
POST-SYNTH-TOP-AREA-CELL='sky130_fd_sc_hd__dfxtp_1'
YS.WARNINGS.COUNT=1
VIAS=443
FIN_TNS_SETUP_PS=0
IR_WORST_VDD_mV=0.283
DIEWIDTH_UM=88
GRT_SETUP_UNREPAIRED='no'
WIRE_LENGTH_OF_THE_FIRST_GLOBAL_ROUTING_PASS_MM=2.02
REG2REG_SLACK_PS=590
DIODES=0
GRT_USE_TOTAL_PCT=3.18
WORSTPATHBUFFERINVERTERCOUNT=1
P_SW_SHARE_PCT=21.7
H_TREE_LVL_COUNT=1
SLEW_VIOLATIONS=0
POST-DP-HPWL_UM=943
ROUTE.MET2.WL_UM=547
POST_SYN_INSTANCES=60
ROUTED_VIA_DENSITY=3.52
STATUS='finished, final reports clean'
CRIT_PATH_TOP_DELAY_CELL='sky130_fd_sc_hd__clkdlybuf4s50_1'
WORST_TRAN_PIN_VALUE_PS=319
POST_CTS_HOLD_BUFFER_COUNT=0
FF_LATCH_COUNT_SYNTH=11
SYNTH-AREA-YOSYS_UM2=493
POWER_DENSITY_nW_PER_UM2=855
WORST_SETUP_PATH_END_KIND='output pin'
P_LEAK_uW=0.000258
DRT-PASS1-ITER-COUNT=4
CLOCK-SKEW-FINAL_PS=1.61
NETLIST-CELL-TYPE-COUNT=23
COMB_POWER_SHARE_PCT=10.5
MET3ROUTEDLENGTH_UM=141
GRT_PASS1_VIAS=446
SYN-MEAN-INSTANCE-AREA_UM2=8.22
WIRELENGTH_MM=1.25
FINALWEIGHTEDCONGESTION=0.818
DIEAREA_UM2=7740
NETLIST_TOP_CELLS_AREA='sky130_fd_sc_hd__dfxtp_1 (45%), sky130_fd_sc_hd__a21oi_1 (9.1%), sky130_fd_sc_hd__nand2_1 (4.6%), sky130_fd_sc_hd__nor3_1 (4.1%), sky130_fd_sc_hd__o21ai_0 (4.1%)'
WORSTSETUPSTARTPOINTTYPE='register'
TOTAL_SWITCHING_POWER_uW=131
P_CLK_SHARE_PCT=43.0
AREA.GROWTH.SYNTH_TO_FINAL_PCT=42.9
ROW_COUNT=24
CLK_LATENCY_PS=230
COREAREA_UM2=4410
CTS_INSERTED_BUFFERS=3
POWER.SHARE.SEQUENTIAL_PCT=46.6
CLOCK_TREE_SINKS=11
TIMING.CRITICAL_PATH.TO='idle'
LARGEST_FANOUT_ON_THE_CRITICAL_PATH=8
CAP_VIOLATIONS=0
ANTENNA_FOUND_INITIAL=0
POST-ROUTE-PERIOD-UTIL_PCT=93.3
DESIGN_AREA_UM2=704
HOLD_PATH_CLASS='reg -> reg'
MAXIMUM_NUMBER_OF_PINS_ON_ONE_NET_BEFORE_GLOBAL_ROUTE_REPAIR=11
WORST_R2R_STARTPOINT='state[0]'
IO-PIN-COUNT=12
MAXCLOCKFREQUENCY_MHz=630
WORST_SETUP_HOLD_PATH_CLK_SLEW_PS=50
TRITONCTS='yes'
WORST_SETUP_PATH_STARTPOINT='state[0]'
FP_UTIL_PCT=11.2
POSTPLACECELLAREA_UM2=659
DIE-HEIGHT_UM=88
WORST-SETUP-PATH-TYPE='reg -> out'
CRITICAL_PATH_S_LARGEST_STAGE_DELAY_PS=530
WORST_EP_REQUIRED_TIME_PS=1360
WORST_PATH_DOMINANT_CELL_FAMILY='buffers and inverters'
ITERATION_0_DRC_COUNT_OF_THE_DETAILED_ROUTER=24
FIN_CRIT_PS=1590
POST-CTS-SETUP-BUFFERS=0
YOSYSSEQAREASHARE_PCT=44.7
CRITICAL_PATH_CELL_COUNT=1
DETAILEDPLACE.WORSTSLACK_PS=129
DRC_ERRORS=0
TIMING.REG2REG.WORST_PATH_DEPTH=3
HOLD_PATH_DEPTH=2
ROUTE.ANTENNA.REMAINING_NETS=0
YOSYSTOPAREACELLSHARE_PCT=44.7
WORST_SLEW_MARGIN_REL_PCT=78.7
HIGHEST-SIGNAL-LAYER='met4'
SYNTH_AREA_UM2=493
CTS-RESIZED-GATES=0
ROUTE.LAYER.MET1.WL_UM=550
MAX-CLOCK-PATH-BUFFERS=2
WORSTPATHCELLLIST='clkdlybuf4s50_1'
FIN_WS_PS=113
YOSYS-STAT-CELLS=60
CLOCK-ROOT-BUFFER='sky130_fd_sc_hd__clkbuf_8'
ROUTED_WIRE_LENGTH_PER_INSTANCE_UM=9.95
FINAL_COUNT_OF_HOLD_TIMING_VIOLATIONS=0
BUFFER_PORTS.INSERTED=11
FINAL-SETUP-VIOL-COUNT=0
CRIT-REG2REG-CAPTURE='enable_x'
WORST-ENDPOINT-ARRIVAL_PS=1250
LAYOUT-DRIVE-GT1-SHARE_PCT=8.11
GRT_OVERFLOW=0
OPENROAD.WARNINGS=25
## cell usage after synthesis
master and n:
sky130_fd_sc_hd__a211oi_1 1, sky130_fd_sc_hd__a21oi_1 9, sky130_fd_sc_hd__a31o_2 1, sky130_fd_sc_hd__a31oi_1 1, sky130_fd_sc_hd__buf_2 1, sky130_fd_sc_hd__buf_4 1, sky130_fd_sc_hd__buf_6 1, sky130_fd_sc_hd__dfxtp_1 11
sky130_fd_sc_hd__inv_1 3, sky130_fd_sc_hd__mux2i_1 1, sky130_fd_sc_hd__nand2_1 6, sky130_fd_sc_hd__nand2b_1 1, sky130_fd_sc_hd__nand3_1 2, sky130_fd_sc_hd__nor2_1 3, sky130_fd_sc_hd__nor2b_1 3, sky130_fd_sc_hd__nor3_1 4
sky130_fd_sc_hd__nor3b_1 1, sky130_fd_sc_hd__o21ai_0 4, sky130_fd_sc_hd__o21ai_1 1, sky130_fd_sc_hd__o21ba_1 1, sky130_fd_sc_hd__o311ai_1 1, sky130_fd_sc_hd__o31ai_1 1, sky130_fd_sc_hd__or3_1 2
## through the flow
stage / utilization (%) / total power [uW] / std cells
2_1_floorplan: - / 311 / 60
3_3_place_gp: 14.9 / 349 / 122
3_5_place_dp: 14.9 / 348 / 122
4_1_cts: 16.0 / 613 / 126
5_1_grt: 16.0 / 633 / 126
6_report: 16.0 / 602 / 126
## registers in the layout, summed over array words and instances (netlist names)
register     flops
state            6
enable_x         1
enable_y         1
pixel_valid      1
start_x          1
start_y          1
## cells by family after synthesis
logic type	count (synthesis)	share of synthesized area, %
flops	11	44.7
mux	1	2.03
compound gates	20	24.1
buf+inv	6	7.11
simple gates	22	22.1
## tightest hold or removal path: cells and delay by family, from the launching register on
family | cells | cell delay, ps
DFF | 1 | 300
AOI/OAI and AO/OA | 2 | 120
## cell type report
| type | instances | area (um2) |
|---|---|---|
| multi-input combinational | 43 | 238 |
| sequential | 11 | 220 |
| fill | 492 | 3710 |
| clock buffer | 4 | 45.0 |
| tap | 52 | 65.1 |
| inverter | 3 | 11.3 |
| timing repair buffer | 13 | 125 |
## routing by layer
layer | track usage, % | vias up
li1 | - | 240
met1 | 3.79 | 192
met2 | 5.09 | 9
met3 | 1.68 | 2
met4 | 0.435 | 0
met5 | 0 | -
## layout by cell type (no fill, tap or decap)
master / n
sky130_fd_sc_hd__buf_4: 2
sky130_fd_sc_hd__nor2_1: 3
sky130_fd_sc_hd__clkbuf_8: 3
sky130_fd_sc_hd__nor3_1: 4
sky130_fd_sc_hd__mux2i_1: 1
sky130_fd_sc_hd__o21ba_1: 1
sky130_fd_sc_hd__nand2_1: 6
sky130_fd_sc_hd__o21ai_1: 1
sky130_fd_sc_hd__inv_1: 3
sky130_fd_sc_hd__clkdlybuf4s50_1: 11
sky130_fd_sc_hd__a31oi_1: 1
sky130_fd_sc_hd__a31o_2: 1
sky130_fd_sc_hd__a211oi_1: 1
sky130_fd_sc_hd__dfxtp_1: 11
sky130_fd_sc_hd__a21oi_1: 9
sky130_fd_sc_hd__nor2b_1: 3
sky130_fd_sc_hd__clkbuf_1: 1
sky130_fd_sc_hd__or3_1: 2
sky130_fd_sc_hd__nand2b_1: 1
sky130_fd_sc_hd__nand3_1: 2
sky130_fd_sc_hd__o311ai_1: 1
sky130_fd_sc_hd__nor3b_1: 1
sky130_fd_sc_hd__o31ai_1: 1
sky130_fd_sc_hd__o21ai_0: 4
## how the worst min path moves through the flow
stage	start	end	slack, ps
4_1_cts	enable_y	enable_y	470
5_1_grt	enable_y	enable_y	510
6_report	enable_y	enable_y	470
## power groups by stage
stage / sequential, uW / combinational [uW] / clock [uW]
global route: 282 / 70.8 / 280
finish: 280 / 62.9 / 259
CTS: 280 / 64.1 / 270
Power figures rest on the tool's default switching activity, not on a simulated workload.
